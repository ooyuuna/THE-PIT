`/design/flow/design.v`:
```
`timescale 1ns / 1ps
module ROM(addr, enable, clk, out);
reg[7:0] storage [1023:0];
input[31:0] addr;
input enable, clk;
output reg [31:0] out;
integer i;
initial begin
	for (i = 0; i < 1024; i = i + 1) begin
			storage[i] = 0;
			end
	for (i = 0; i < 16; i = i + 1) begin
		storage[i] = i;
		end
	end  
always @(posedge clk) begin
	if (enable && addr <= 1020) begin
		out = {storage[addr + 3], storage[addr + 2], storage[addr + 1], storage[addr]};
	end
end 
endmodule
```
`/design/flow/run.sh`:
```
#!/bin/bash
# OpenROAD 26Q1-2900-gdf79404cd8, Yosys 0.63+post, stock flow scripts
make -C /OpenROAD-flow-scripts/flow DESIGN_CONFIG=/design/flow/config.mk WORK_HOME=/design/flow/orfs finish
```
`/design/flow/config.mk`:
```
export PLATFORM = sky130hd
export DESIGN_NAME = ROM
export DESIGN_NICKNAME = ROM
export VERILOG_FILES = /design/flow/design.v
export SDC_FILE = /design/flow/constraint.sdc
export NUM_CORES = 4
export LEC_CHECK = 1
export CORE_AREA = 10 10 85 85
export DIE_AREA = 0 0 95 95
export SYNTH_MEMORY_MAX_BITS = 65536
```
`/design/flow/constraint.sdc`:
```
current_design ROM

set clk_period 5.1
set clk_io_pct 0.2

create_clock -name clk0 -period $clk_period [get_ports {clk}]

set non_clock_inputs [all_inputs -no_clocks]
set_input_delay [expr $clk_period * $clk_io_pct] -clock clk0 $non_clock_inputs
set_output_delay [expr $clk_period * $clk_io_pct] -clock clk0 [all_outputs]
```
==> insert_results.sql <==
-- physical implementation figures
INSERT INTO impl_metrics (metric_group, metric, value, unit) VALUES
('outcome', 'status', 'finished clean', ''),
('grt', 'wire_length_of_the_first_global_routing_pass', '4850', 'um'),
('power_and_ir_drop', 'switchingPower', '0.0627', 'mW'),
('clocking', 'path_clk_slew', '0.06', 'ns'),
('routing', 'drt-wirelength-per-cell', '13.2', 'um'),
('floorplanning', 'fp.dieArea', '9030', 'sq um'),
('power_and_ir_drop', 'static-leakage-power', '0.556', 'nW'),
('layout', 'comb_area', '591', 'sq um'),
('clocking', 'cts_tree', 'yes', ''),
('critical_path', 'critPathMaxFanout', '8', ''),
('synthesis', 'synth.cells.most_frequent', 'sky130_fd_sc_hd__buf_4, sky130_fd_sc_hd__edfxtp_1, sky130_fd_sc_hd__nor3_1', ''),
('power_and_ir_drop', 'clock_power_share', '0.310', ''),
('placed_design', 'placement.io_buffers', '49', ''),
('clocking', 'ctsHoldBuffers', '0', ''),
('synthesis', 'count_of_flip_flops_with_a_built_in_enable_after_synthesis', '16', ''),
('routing', 'route.antenna.diode_count', '0', ''),
('clocking', 'clock_path_buffers', '2', ''),
('final_timing', 'timing.final.setup_violations', '0', ''),
('final_timing', 'fin_worst_hold_slack', '1.61', 'ns'),
('final_timing', 'rsz0062_at_grt', 'no', ''),
('critical_path', 'cp_slowest_cell', 'sky130_fd_sc_hd__clkdlybuf4s50_1', ''),
('critical_path', 'start_kind', 'input pin', ''),
('layout', 'sequential_cell_area', '480', 'sq um'),
('final_timing', 'fmax', '340', 'MHz'),
('critical_path', 'timing.critical_path.buf_inv', '1', ''),
('layout', 'areaGrowthSynthToFinish', '46.8', '%'),
('final_timing', 'hold_viol', '0', ''),
('synthesis', 'dominantRegCellSynth', 'sky130_fd_sc_hd__edfxtp_1', ''),
('synthesis', 'synth.cell_area', '1170', 'sq um'),
('grt', 'global_route.overflow_total', '0', ''),
('critical_path', 'cp_data_required_time', '5.07', 'ns'),
('flow_run', 'drv_cap', '0', ''),
('clocking', 'post_cts.repair.setup_buffers', '0', ''),
('power_and_ir_drop', 'cellInternalPower', '0.229', 'mW'),
('layout', 'filler_cell_count', '559', ''),
('final_timing', 'setup_slack', '2.16', 'ns'),
('routing', 'drt_first_pass_iters', '4', ''),
('routing', 'viasPerCell', '4.26', ''),
('flow_run', 'warning_count', '27', ''),
('placed_design', 'pre_cts_slack', '1.93', 'ns'),
('routing', 'num_vias', '1023', ''),
('synthesis', 'synth.largest_area_cell', 'sky130_fd_sc_hd__edfxtp_1', ''),
('floorplanning', 'core_util_floorplan', '0.214', ''),
('floorplanning', 'horiz_die_dim', '95', 'um'),
('routing', 'route.detailed.drc', '0', ''),
('clocking', 'cts-root-buf', 'sky130_fd_sc_hd__clkbuf_8', ''),
('min_path', 'worst_hold_path_type', 'input pin to flip-flop', ''),
('final_timing', 'fin_setup_tns', '0', 'ns'),
('clocking', 'cts_made_buffers', '3', ''),
('placed_design', 'hpwlAfterDp', '2750', 'um'),
('synthesis', 'syn_avg_cell_area', '9.66', 'sq um'),
('placed_design', 'routabilityCongestion', '0.918', ''),
('synthesis', 'synth-seq-cells', '16', ''),
('clocking', 'numClockSinks', '16', ''),
('synthesis', 'ys_area', '1170', 'sq um'),
('floorplanning', 'row_count', '27', ''),
('floorplanning', 'die.size.y', '95', 'um'),
('clocking', 'cts.htree.levels', '1', ''),
('grt', 'largest_net_degree_at_the_start_of_global_routing', '17', ''),
('layout', 'largest_reg_flops', '16', ''),
('floorplanning', 'io-pin-count', '66', ''),
('power_and_ir_drop', 'power_switching_share', '0.215', ''),
('synthesis', 'synthesis.yosys.warnings', '1', ''),
('critical_path', 'timing_worst_setup_path_type', 'input pin to flip-flop', ''),
('synthesis', 'area_leaders', 'sky130_fd_sc_hd__edfxtp_1, sky130_fd_sc_hd__buf_4, sky130_fd_sc_hd__nor3_1, sky130_fd_sc_hd__ha_1, sky130_fd_sc_hd__nor4_1', ''),
('critical_path', 'worst_path_largest_cell_delay', '0.67', 'ns'),
('final_timing', 'slew_violations', '0', ''),
('final_timing', 'final_period_minus_worst_setup_slack', '2.94', 'ns'),
('routing', 'detail_route.wirelength', '3180', 'um');
-- path summary, 6_finish.rpt --
kind | start | endpoint | depth (start not counted)
min | addr[1] | out[17]$_SDFFCE_PP0P_ | 2
max | addr[2] | out[27]$_SDFFCE_PP0P_ | 6
-- through the flow --
stage / util / std cells
2_1_floorplan: - / 136
4_1_cts: 0.313 / 240
3_3_place_gp: 0.305 / 236
3_5_place_dp: 0.305 / 236
5_1_grt: 0.313 / 240
6_report: 0.313 / 240
-- routing by layer --
metal	up-vias	track usage	routed length, um
met1	457	0.0763	1210
met4	0	0.00873	23
li1	524	-	-
met5	-	0	0
met2	40	0.128	1700
met3	2	0.0128	248
-- area by class of cell --
cell class	instances	area share
tap	72	0.0525
multi-input combinational	95	0.344
timing repair buffer	50	0.290
sequential	16	0.280
inverter	3	0.00656
clock buffer	3	0.0241
clock inverter	1	0.00219
-- cells in the final DEF (no fill, tap or decap), drive strengths merged, types with 4 or more instances in the layout --
master / instances
a21oi: 7
clkdlybuf4s50: 49
conb: 16
edfxtp: 16
ha: 4
nand2: 4
nand4: 4
nor3: 14
nor4: 6
-- kinds of logic (layout without fill, tap and decap cells) --
logic type	Yosys count	after routing	share of synthesized area
compound gates	21	21	0.116
xor+xnor	5	5	0.0375
fa+ha+maj	4	4	0.0428
buf+inv	25	57	0.137
flops	16	16	0.411
other cells	1	16	0.00321
simple gates	49	49	0.253
-- power by group through the flow --
stage	logic, mW	registers [mW]	clock network (mW)
CTS	0.0583	0.143	0.0932
global route	0.0640	0.143	0.0991
finish	0.0583	0.143	0.0902
Power and IR drop assume default switching activity.
