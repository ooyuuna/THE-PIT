==> flow/design.v <==
module Reg(
    input clk,
    input [4:0] rs1In, 
    input [4:0] rs2In, 
    input [4:0] rd, 
    input reset, 
    input [31:0] data, 
    input writeEnable, 
    output reg [31:0] rs1Out, 
    output reg [31:0] rs2Out
    );
	reg [31:0] r[0:31];
	integer i;
	initial begin
	for (i = 0; i < 32; i = i + 1) begin
			r[i] = 2*i;
			end
	end
	always @ (posedge clk) begin  
		if (reset) begin
			for (i = 0; i < 32; i = i + 1) begin
			r[i] = 0;
			end
		end
		 if (!writeEnable) begin
		rs1Out <= r[rs1In];
		rs2Out <= r[rs2In];
		end
		else begin
		r[rd] <= data;
		end
	end  
endmodule
==> flow/run.sh <==
#!/bin/bash
# OpenROAD 26Q1-2900-gdf79404cd8, Yosys 0.63+post, stock flow scripts
make -C /OpenROAD-flow-scripts/flow DESIGN_CONFIG=/design/flow/config.mk WORK_HOME=/design/flow/orfs finish
==> flow/config.mk <==
export PLATFORM = sky130hd
export DESIGN_NAME = Reg
export DESIGN_NICKNAME = Reg
export VERILOG_FILES = /design/flow/design.v
export SDC_FILE = /design/flow/constraint.sdc
export NUM_CORES = 4
export LEC_CHECK = 1
export CORE_UTILIZATION = 40
==> flow/constraint.sdc <==
current_design Reg

set clk_period 32.6
set clk_io_pct 0.2

create_clock -name clk0 -period $clk_period [get_ports {clk}]

set non_clock_inputs [all_inputs -no_clocks]
set_input_delay [expr $clk_period * $clk_io_pct] -clock clk0 $non_clock_inputs
set_output_delay [expr $clk_period * $clk_io_pct] -clock clk0 [all_outputs]
==> out/results.ini <==
[run_status]
status=complete, no violations

[power_and_ir_drop]
pwr-share-comb=0.074
p_per_area_nw_per_um2=52.7
p_switching_mw=0.825
cellLeakagePower_nw=21.1
p_clk_frac=0.478
p_int_mw=2.26
sw_frac_of_total=0.267
finalPower_mw=3.09
pwr-share-seq=0.448
irDropWorstVdd_mv=0.0475

[clock_tree]
postCtsSetupBuffers=0
clock_latency_ps=800
cts_root_buf=clkbuf_16
clk_pin_slew_ps=60
cts_tree=yes
postCtsResizedCells=0
cts_buffers=121
cts-htree-levels=3
cts_hold_buf=0
cts.sinks=1088
cts.path.max_buffers=3

[sta]
tns_ps=0
rsz0062_at_grt=false
slew_headroom=0.0696
slew_violations=0
setup_viol=0
clock_skew_ps=40.3
finalClockPeriodUsage=0.320
hold_viol=0
tightest_slew_ps=1390
timing.final.ws_setup_ps=22180
min_period_ps=10420
fmax_ghz=0.0960

[run]
warnings=26
drv_cap=0

[route]
num_vias=58600
post_drt_wl_per_cell_um=41.1
remaining_drc_errors=0
initialDrtViolationCount=9675
wirelength_um=346000
avgViaCountPerCell=6.97
dr.pass1.iters=10
ant_nets=0

[floorplan]
die_y_um=360
io_pins=114
die_area_um2=129000
fp_util=0.405
rows=130
die_x_um=360
fp.coreArea_um2=126000

[synthesis]
yosysCellCount=6735
yosysSeqAreaShare=0.438
ys_async_sr_fraction=0
yosysTopAreaCell=dfxtp_1
syn_area_um2=51200
ys.flops=1088
yosysMostFrequentCell=nand2_1
syn-instance-count=6735
top_area_frac=0.401
yosys-stat-area_um2=51200
netlist-cell-type-count=77
ff_type=dfxtp_1
edf_count=64
yosysWarnings=2
common_cells=2,207 x nand2_1, 1,024 x dfxtp_1, 747 x o21ai_0, 691 x a22oi_1, 419 x clkbuf_1
synth_area_per_cell_um2=7.60
synth.area.top_cells=dfxtp_1 40%, nand2_1 16%, a22oi_1 10%, o21ai_0 7.3%, edfxtp_1 3.8%

[grt]
grt_use_total=0.540
overflow=0
grt_pass1_wl_um=460000
grt_max_degree=82
antenna_found_initial=35
grt_pass1_vias=53000

[place]
place.gp.congestion=1.12
place_ws_ps=21880
place_hpwl_um=212000
io_buffers=113

[setup_path]
cp.required_ps=33150
crit_path_end_kind=register
cp_num_buf_inv=4
path_cells=buf_2 > buf_4 > buf_4 > nand3b_1 > nor2_4 > buf_4 > a22oi_1 > nand4_1 > a2111oi_1 > a311oi_2
path_class=input port to register
path_delay_family=buffers and inverters
cp_slowest_cell=nor2_4
cp_slowest_stage_delay_ps=950
arrival_ps=10960
start_kind=input port
cp_max_fo=32
cpMostUsedCell=buf_4

[min_path]
hold_path.class=register to register

[final_layout]
drive_gt1_frac=0.0987
synthToLayoutAreaGrowth_pct=14.5

==> flip-flops by register name (all words and copies together), names as in the netlist <==
signal / cells
r: 1024
rs2Out: 32
rs1Out: 32
==> worst paths after layout <==
check	from	end	slack [ps]	cells after the start
setup / recovery	rs2In[2]	rs2Out[11]	22180	10
hold / removal	r[0][1]	r[0][1]	480	2
setup reg to reg	r[26][21]	rs2Out[21]	30420	6
hold reg to reg	r[0][1]	r[0][1]	480	2
==> layout make-up <==
cell class                      count  area [um2]
Fill cell                       12100       67600
Multi-Input combinational cell   4996       26500
Sequential cell                  1088       22400
Clock buffer                      179        3670
Timing Repair Buffer              402        3280
Tap cell                         1650        2060
Clock inverter                     50         536
Antenna cell                       37        92.6
Inverter                           11        50.0
==> cell families after synthesis <==
family,Yosys count,synth area share
and+or+nand+nor,3109,0.258
AOI/OAI and AO/OA,1801,0.231
DFF,1088,0.438
buffers and inverters,651,0.0547
muxes,86,0.0175
==> cell usage in the layout, fill, tap and decap left out, types with 23 or more instances in the layout <==
cell type / count
nor4_1: 24
o21ai_0: 747
nand4_1: 114
edfxtp_1: 64
nand3_1: 352
mux2_2: 26
a22oi_1: 691
nor2_1: 138
a211oi_1: 40
nor2_4: 74
a22o_1: 63
mux2i_1: 60
a221oi_1: 41
a21oi_1: 48
a32oi_1: 25
clkbuf_8: 23
clkdlybuf4s50_1: 102
buf_4: 288
diode_2: 37
clkbuf_1: 26
dfxtp_1: 1024
nor3_1: 61
nand2_1: 2199
clkbuf_16: 130
clkinv_2: 26
==> stage by stage <==
stage,cells,cell area [um2],hold slack [ps],util
after floorplan,6735,51200,450,-
after global placement,8146,54300,469,0.430
after detailed placement,8146,54300,473,0.430
after CTS,8375,58500,482,0.463
after global routing,8380,58500,499,0.463
final,8413,58600,483,0.464
==> power groups by stage <==
stage         clock, mW  combinational (mW)  sequential, mW
CTS                1.47               0.208            1.38
global route       1.52               0.222            1.38
finish             1.47               0.228            1.38
==> worst min-delay path, cell delays in order, from the launching register on <==
cell	delay, ps
dfxtp_1	310
nand3_1	70
nand2_1	50
==> layer usage <==
layer | wire (um) | part of all wire | track usage
met1 | 122000 | 0.35 | 0.676
met2 | 131000 | 0.38 | 0.691
met3 | 59000 | 0.17 | 0.316
met4 | 33800 | 0.098 | 0.376
met5 | 661 | 0.0019 | 0.0322
Power figures rest on the tool's default switching activity, not on a simulated workload.
